File: /design/flow/design.v
`timescale 1ns / 1ps
module Seven_Segment_Display(
    input [7:0] ascii_char,
    output reg [6:0] seg
);
    always @(*) begin
        case (ascii_char)
            8'h30: seg = 7'b1000000;  
            8'h31: seg = 7'b1111001;  
            8'h32: seg = 7'b0100100;  
            8'h33: seg = 7'b0110000;  
            8'h34: seg = 7'b0011001;  
            8'h35: seg = 7'b0010010;  
            8'h36: seg = 7'b0000010;  
            8'h37: seg = 7'b1111000;  
            8'h38: seg = 7'b0000000;  
            8'h39: seg = 7'b0010000;  
            8'h41: seg = 7'b0001000;  
            8'h42: seg = 7'b0000011;  
            8'h43: seg = 7'b1000110;  
            8'h44: seg = 7'b0100001;  
            8'h45: seg = 7'b0000110;  
            8'h46: seg = 7'b0001110;  
            8'h47: seg = 7'b1000010;  
            8'h48: seg = 7'b0001001;  
            8'h49: seg = 7'b1111001;  
            8'h4A: seg = 7'b1100001;  
            8'h4B: seg = 7'b0001111;  
            8'h4C: seg = 7'b1000111;  
            8'h4D: seg = 7'b1010100;  
            8'h4E: seg = 7'b0101010;  
            8'h4F: seg = 7'b1000000;  
            8'h50: seg = 7'b0001100;  
            8'h51: seg = 7'b0011000;  
            8'h52: seg = 7'b0101111;  
            8'h53: seg = 7'b0010010;  
            8'h54: seg = 7'b0000111;  
            8'h55: seg = 7'b1000001;  
            8'h56: seg = 7'b1110001;  
            8'h57: seg = 7'b1010101;  
            8'h58: seg = 7'b0111011;  
            8'h59: seg = 7'b0010001;  
            8'h5A: seg = 7'b0100100;  
            8'h61: seg = 7'b0001000;  
            8'h62: seg = 7'b0000011;  
            8'h63: seg = 7'b1000110;  
            8'h64: seg = 7'b0100001;  
            8'h65: seg = 7'b0000110;  
            8'h66: seg = 7'b0001110;  
            8'h67: seg = 7'b0010000;  
            8'h68: seg = 7'b0001011;  
            8'h69: seg = 7'b1111001;  
            8'h6A: seg = 7'b1110001;  
            8'h6B: seg = 7'b0001111;  
            8'h6C: seg = 7'b1000111;  
            8'h6D: seg = 7'b1010100;  
            8'h6E: seg = 7'b0101010;  
            8'h6F: seg = 7'b1000000;  
            8'h70: seg = 7'b0001100;  
            8'h71: seg = 7'b0011000;  
            8'h72: seg = 7'b0101111;  
            8'h73: seg = 7'b0010010;  
            8'h74: seg = 7'b0000111;  
            8'h75: seg = 7'b1000001;  
            8'h76: seg = 7'b1110001;  
            8'h77: seg = 7'b1010101;  
            8'h78: seg = 7'b0111011;  
            8'h79: seg = 7'b0010001;  
            8'h7A: seg = 7'b0100100;  
            default: seg = 7'b1111111;  
        endcase
    end
endmodule
`timescale 1ns / 1ps
module Receiver_RxD(
    input clk_fpga,
    input reset,
    input RxD,
    output [3:0] an ,
    output [6:0] seg
    );
    assign an=4'b1110;
    wire [7:0] RxData;
    reg shift;
    reg state,nextstate;
    reg [3:0] bit_counter;
    reg [13:0] counter;
    reg [1:0] sample_counter;
    reg [9:0] rxshift_reg;
    reg clear_bitcounter,inc_bitcounter,clear_samplecounter,inc_samplecounter;
    parameter clk_frequency=100000000;
    parameter baud_rate=9600;
    parameter div_sample=4;
    parameter div_counter=clk_frequency/(baud_rate*div_sample);
    parameter mid_sample=2;
    parameter div_bit=10;
    assign RxData= rxshift_reg[8:1] ;
    always @(posedge clk_fpga)begin
        if(reset)begin
            state<=0;
            bit_counter<=0;
            counter<=0;
            sample_counter<=0;
        end
        else begin
            counter<=counter+1;
            if(counter>=div_counter-1)begin
                counter<=0;
                state<=nextstate;
                if(shift) rxshift_reg={RxD,rxshift_reg[9:1]};
                if(clear_bitcounter) bit_counter<=0;
                if(clear_samplecounter) sample_counter<=0;
                if(inc_bitcounter) bit_counter<=bit_counter+1;
                if(inc_samplecounter) sample_counter<=sample_counter+1;
            end
        end
    end
    always @(posedge clk_fpga) begin
        shift<=0;
        clear_bitcounter<=0;
        inc_bitcounter<=0;
        clear_samplecounter<=0;
        inc_samplecounter<=0;
        case(state)
        0:begin
            if(RxD)begin
                nextstate<=0;
            end
            else begin
                nextstate<=1;
                clear_bitcounter<=1;
                clear_samplecounter<=1;
            end
        end
        1:begin
            nextstate<=1;
            if(sample_counter==mid_sample-1) shift<=1;
            if(sample_counter==div_sample-1) begin
                if(bit_counter==div_bit-1)begin
                    nextstate<=0;
                end
                inc_bitcounter<=1;
                clear_samplecounter<=1;
             end
             else inc_samplecounter<=1;
        end
        default: nextstate<=0;
        endcase
    end
 Seven_Segment_Display D(RxData, seg);   
endmodule
File: /design/flow/config.mk
export PLATFORM = sky130hd
export DESIGN_NAME = Receiver_RxD
export DESIGN_NICKNAME = Receiver_RxD
export VERILOG_FILES = /design/flow/design.v
export SDC_FILE = /design/flow/constraint.sdc
export NUM_CORES = 4
export LEC_CHECK = 1
export CORE_UTILIZATION = 50
File: /design/flow/run.sh
#!/bin/bash
# OpenROAD 26Q1-2900-gdf79404cd8, Yosys 0.63+post, stock flow scripts
make -C /OpenROAD-flow-scripts/flow DESIGN_CONFIG=/design/flow/config.mk WORK_HOME=/design/flow/orfs finish
File: /design/flow/constraint.sdc
current_design Receiver_RxD

set clk_period 4.5
set clk_io_pct 0.2

create_clock -name clk0 -period $clk_period [get_ports {clk_fpga}]

set non_clock_inputs [all_inputs -no_clocks]
set_input_delay [expr $clk_period * $clk_io_pct] -clock clk0 $non_clock_inputs
set_output_delay [expr $clk_period * $clk_io_pct] -clock clk0 [all_outputs]
==> results.cfg <==
; generated from flow reports
[critical_path]
crit_slowest_cell = ha_1
slowest_delay_ns = 0.53
path_max_fanout = 19
timing.critical_path.cells = clkdlybuf4s50_1 -> a211oi_4 -> nand2_8 -> a21oi_1 -> ha_1 -> nor2b_1 -> a211oi_1 -> a311oi_1 -> a31oi_1 -> a2111oi_2
cp.required_ns = 4.69
cp.arrival_ns = 3.98
cp-start-kind = primary input
critical_path_class = in2reg
cp-end-kind = flip-flop

[floorplan]
core_util_floorplan_pct = 53.5
chipHeight_microns = 76.9
rows = 26
die_x_microns = 76.9
core_sq_um = 5240
ioPinCount = 14
dieArea_sq_um = 5910

[clock_network]
clkTransAtPathRegs_ns = 0.08
cts_hold_buffers = 0
cts_sinks = 43
clk_latency_ns = 0.29
cts_tree = yes
cts_resized = 0
ctsHtreeMaxLevel = 2
clockBufferDepth = 2
postCtsSetupBuffers = 0
cts_made_buffers = 5
root_buffer = clkbuf_8

[final_timing]
clock_skew_ns = 0.00334
fmax_ghz = 0.264
worstMarginPinSlew_ns = 0.739
finalSetupViolCount = 0
drv_slew = 0
rsz0062_at_grt = no
fin_crit_sh_pct = 84.2
setup_tns_ns = 0
relSlewSlack_pct = 50.2
worst_slack_ns = 0.709
final_hold_viol_count = 0
fin_crit_ns = 3.79

[synth]
synth-seq-cells = 43
syn_inst = 333
top_cell = nor2_1
synth_stat.cells = 333
top_area_cell = dfxtp_1
syn_area_sq_um = 2800
synthTopCellsByArea = dfxtp_1 24%, edfxtp_1 9.6%, ha_1 5.8%
mux_area_share_pct = 3.70
logic_family = AND-OR/OR-AND gates
ys.flop_type = dfxtp_1
xor_area_share_pct = 3.12
synth.distinct_cells = 63
seq_area_frac_synth_pct = 33.9
ys_chip_area_sq_um = 2800
synthSimpleGateAreaFrac_pct = 21.7
top_area_share_pct = 24.3
edf_count = 9
yosys_warnings = 2
avgSynthCellArea_sq_um = 8.42
synth.cellmix.adderShare_pct = 5.80
synthAoiAreaFrac_pct = 25.7
async_flop_share_pct = 0
ys_top_cells_by_count = 40 x nor2_1, 34 x dfxtp_1, 23 x nand2_1

[route]
vias_per_cell = 6.03
drc = 0
detail-route-antenna-nets = 0
wl_per_cell_microns = 15.8
insertedDiodeCount = 0
drtPass1Iterations = 7
vias = 2448
first_iter_violations = 316
routed_wl_mm = 6.42

[placed_design]
dp_hpwl_mm = 4.44
postPlaceCellArea_sq_um = 2930
io_buffer_count = 9
place_ws_ns = 0.449
gp_congestion = 0.908

[pwr]
p_leak_nw = 1.11
vdd_ir_drop_max_mv = 0.188
p_seq_share_pct = 56.4
power.density_nw_per_um2 = 237
p_comb_share_pct = 6.4
p_clk_share_pct = 37.2
switchingPower_mw = 0.160
intPower_mw = 0.558
switching_share_pct = 22.3

[finish]
fin_area_sq_um = 3030
drive_gt1_share_pct = 9.82
final_util_pct = 57.8
area_growth_pct = 8.03

[flow_run]
warnings = 35
drv_cap = 0

[global_route]
antenna_found_initial = 0
grt_pass1_vias = 2258
grt_pass1_wl_mm = 10.8
overflow = 0
grtUsageTotal_pct = 23.4
grt_max_degree = 38

[outcome]
status = finished clean

[worst_hold_path]
hold_class = reg2reg
[placed cells by master, fill, tap and decap left out, types with 4 or more instances in the layout]
| cell type | synthesis | layout |
|---|---|---|
| or2_2 | 9 | 9 |
| a22oi_1 | 6 | 6 |
| o21ai_0 | 12 | 12 |
| nor3_1 | 7 | 7 |
| nand3_1 | 13 | 13 |
| dfxtp_1 | 34 | 34 |
| nor2b_1 | 4 | 4 |
| a21oi_1 | 21 | 21 |
| clkdlybuf4s50_1 | 0 | 9 |
| o211ai_1 | 5 | 5 |
| buf_4 | 4 | 4 |
| xor2_1 | 5 | 5 |
| mux2i_1 | 7 | 7 |
| clkbuf_8 | 0 | 7 |
| inv_1 | 13 | 13 |
| nor2_1 | 40 | 40 |
| o22ai_1 | 5 | 5 |
| and3_1 | 4 | 4 |
| ha_1 | 13 | 13 |
| conb_1 | 2 | 6 |
| nand2_1 | 23 | 23 |
| a211oi_1 | 7 | 7 |
| xnor2_1 | 5 | 5 |
| a31oi_1 | 5 | 5 |
| edfxtp_1 | 9 | 9 |
| nand2b_1 | 5 | 5 |
| o31ai_1 | 4 | 4 |
[worst max-delay path: cells and delay by family]
family	cells	cell delay, ns
simple gates	2	0.38
fa+ha+maj	1	0.53
compound gates	6	1.69
buf+inv	1	0.48
[layer usage]
layer	global-route usage, %	wire length, microns	up-vias
li1	-	-	1206
met1	33.7	2840	1105
met2	35.6	2870	113
met3	3.99	461	24
met4	9.42	241	0
met5	0	0	-
[layout make-up]
type                            instances  area (sq um)
Inverter                               15          61.3
Timing Repair Buffer                   13           120
Clock inverter                          1          7.51
Fill cell                             471          2210
Sequential cell                        43           951
Clock buffer                            7          96.3
Tap cell                               70          87.6
Multi-Input combinational cell        257          1710
[stage by stage]
stage	hold WS, ns	power [mW]	instances
final	0.424	0.718	406
after global routing	0.451	0.754	406
after CTS	0.424	0.730	406
after detailed placement	0.405	0.460	398
after global placement	0.406	0.460	398
after floorplan	0.400	0.448	337
[cells by family (layout without fill, tap and decap cells)]
family,Yosys count,in the layout
mux,9,9
xor+xnor,10,10
compound gates,99,99
other cells,2,6
flops,43,43
buf+inv,37,36
simple gates,120,120
fa+ha+maj,13,13
[power by group through the flow]
stage,combinational (mW),sequential [mW],clock [mW]
after CTS,0.0458,0.405,0.279
final,0.0457,0.405,0.267
after global routing,0.0511,0.407,0.296
[path summary, 6_finish.rpt]
| check | start | depth (start not counted) | endpoint | slack [ns] |
|---|---|---|---|---|
| worst max-delay path | reset | 10 | flip-flop | 0.71 |
| worst min-delay path | rxshift_reg[9]$_DFFE_PP_ | 0 | rxshift_reg[8]$_DFFE_PP_ | 0.42 |
| worst max register to register | counter[0]$_SDFF_PP0_ | 11 | flip-flop | 0.92 |
| worst min register to register | rxshift_reg[9]$_DFFE_PP_ | 0 | rxshift_reg[8]$_DFFE_PP_ | 0.42 |
No activity file was given, so power comes from the tool's default toggle rates.
